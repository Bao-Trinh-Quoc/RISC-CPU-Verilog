## /design/flow/config.mk

```make
export PLATFORM = sky130hd
export DESIGN_NAME = risc_cpu
export DESIGN_NICKNAME = risc_cpu
export VERILOG_FILES = /design/flow/design.v
export SDC_FILE = /design/flow/constraint.sdc
export NUM_CORES = 4
export LEC_CHECK = 1
export CORE_UTILIZATION = 30
```

## /design/flow/constraint.sdc

```tcl
current_design risc_cpu

set clk_period 15.1
set clk_io_pct 0.2

create_clock -name clk0 -period $clk_period [get_ports {clk}]

set non_clock_inputs [all_inputs -no_clocks]
set_input_delay [expr $clk_period * $clk_io_pct] -clock clk0 $non_clock_inputs
set_output_delay [expr $clk_period * $clk_io_pct] -clock clk0 [all_outputs]
```

## /design/flow/design.v

```verilog
module address_mux #(
    parameter WIDTH = 5   
)(
    input wire [WIDTH-1:0] inst_addr,     
    input wire [WIDTH-1:0] op_addr,       
    input wire sel,                       
    output wire [WIDTH-1:0] addr_out      
);
    assign addr_out = !sel ? op_addr : inst_addr;
endmodule
module alu (
    input wire [2:0] opcode,      
    input wire [7:0] inA,         
    input wire [7:0] inB,         
    output reg [7:0] result,      
    output wire is_zero           
);
    localparam HLT = 3'b000;   
    localparam SKZ = 3'b001;   
    localparam ADD = 3'b010;   
    localparam AND = 3'b011;   
    localparam XOR = 3'b100;   
    localparam LDA = 3'b101;   
    localparam STO = 3'b110;   
    localparam JMP = 3'b111;   
    assign is_zero = (inA == 8'b0);
    always @(*) begin
        case (opcode)
            HLT: result = inA;            
            SKZ: result = inA;            
            ADD: result = inA + inB;      
            AND: result = inA & inB;      
            XOR: result = inA ^ inB;      
            LDA: result = inB;            
            STO: result = inA;            
            JMP: result = inA;            
            default: result = 8'b0;       
        endcase
    end
endmodule
`timescale 1ns / 1ps
module controller (
    input wire clk,
    input wire rst,               
    input wire [2:0] opcode,        
    input wire zero,          
    output reg sel,
    output reg rd,
    output reg ld_ir,
    output reg halt,
    output reg inc_pc,
    output reg ld_ac,
    output reg ld_pc,
    output reg wr,
    output reg data_e
);
    reg [2:0] current_state, next_state;
    localparam INST_ADDR = 3'b000;
    localparam INST_FETCH = 3'b001;
    localparam INST_LOAD = 3'b010;
    localparam IDLE = 3'b011;
    localparam OP_ADDR = 3'b100;
    localparam OP_FETCH = 3'b101;
    localparam ALU_OP = 3'b110;
    localparam STORE = 3'b111;
    always @(posedge clk) begin
        if (rst)
            current_state <= INST_ADDR;
        else
            current_state <= next_state;
    end
    always @(*) begin
        case (current_state)
            INST_ADDR:   next_state = INST_FETCH;
            INST_FETCH:  next_state = INST_LOAD;
            INST_LOAD:   next_state = IDLE;
            IDLE:        next_state = OP_ADDR;
            OP_ADDR:     next_state = OP_FETCH;
            OP_FETCH:    next_state = ALU_OP;
            ALU_OP:      next_state = STORE;
            STORE:       next_state = INST_ADDR;
            default:     next_state = INST_ADDR;
        endcase
    end
    always @(*) begin
        sel = 0;
        rd = 0;
        ld_ir = 0;
        halt = 0;
        inc_pc = 0;
        ld_ac = 0;
        ld_pc = 0;
        wr = 0;
        data_e = 0;
        case (current_state)
            INST_ADDR: begin
                sel = 1;
            end
            INST_FETCH: begin
                sel = 1;
                rd = 1;
            end
            INST_LOAD: begin
                sel = 1;
                rd = 1;
                ld_ir = 1;
            end
            IDLE: begin
                sel = 1;
                rd = 1;
                ld_ir = 1;
            end
            OP_ADDR: begin
                if (opcode == 3'b000)  
                    halt = 1;
                inc_pc = 1;
            end
            OP_FETCH: begin
                if (opcode == 3'b010 || opcode == 3'b011 || opcode == 3'b100 || opcode == 3'b101) 
                    rd = 1;  
            end
            ALU_OP: begin
                if (opcode == 3'b010 || opcode == 3'b011 || opcode == 3'b100 || opcode == 3'b101) begin
                    rd = 1;
                    ld_ac = 1;
                end
                else if(opcode == 3'b001 && zero == 1) 
                    inc_pc = 1;
                else if(opcode == 3'b111) 
                    ld_pc = 1;
                else if(opcode == 3'b110) begin  
                    data_e = 1;
                end
            end
            STORE: begin
                if (opcode == 3'b110) begin  
                    wr = 1;
                    data_e = 1;
                end
                else if(opcode == 3'b111) 
                    ld_pc = 1;
            end
        endcase
    end
endmodule
module memory (
    input wire clk,            
    input wire read_en,        
    input wire write_en,       
    input wire [4:0] address,  
    inout wire [7:0] data_bus  
);
    reg [7:0] _memory [31:0];  
    reg [7:0] data_buffer;     
    assign data_bus = (read_en && !write_en) ? data_buffer : 8'bz;
    always @(posedge clk) begin
        if (read_en && !write_en) begin
            data_buffer <= _memory[address];  
        end
        else if (write_en && !read_en) begin
            _memory[address] <= data_bus;  
        end
    end
endmodule
module program_counter (
    input wire clk,             
    input wire rst,             
    input wire ld_pc,           
    input wire inc_pc,          
    input wire [4:0] ir_addr,   
    output reg [4:0] pc_addr    
);
    always @(posedge clk) begin
        if (rst) begin
            pc_addr <= 5'b00000;   
        end
        else if (ld_pc) begin
            pc_addr <= ir_addr;    
        end
        else if (inc_pc) begin
            pc_addr <= pc_addr + 1;  
        end
    end
endmodule
module register (
    input wire clk,           
    input wire rst,           
    input wire load,          
    input wire [7:0] data_in,   
    output reg [7:0] data_out   
);
    always @(posedge clk) begin
        if (rst) begin
            data_out <= 8'b0;   
        end
        else if (load) begin
            data_out <= data_in;   
        end
    end
endmodule
module risc_cpu (
    input wire clk,           
    input wire rst,           
    output wire halt          
);
    wire [4:0] pc_addr;           
    wire [4:0] ir_addr;           
    wire [4:0] addr_out;          
    wire [7:0] data_bus;          
    wire [7:0] ir_out;            
    wire [7:0] acc_out;           
    wire [7:0] alu_result;        
    wire sel;                     
    wire rd;                      
    wire ld_ir;                   
    wire inc_pc;                  
    wire ld_ac;                   
    wire ld_pc;                   
    wire wr;                      
    wire data_e;                  
    wire is_zero;                 
    wire [2:0] opcode;
    wire [4:0] operand;
    assign opcode = ir_out[7:5];     
    assign operand = ir_out[4:0];    
    assign ir_addr = operand;         
    assign data_bus = data_e ? acc_out : 8'bz;
    program_counter pc (
        .clk(clk),
        .rst(rst),
        .ld_pc(ld_pc),
        .inc_pc(inc_pc),
        .ir_addr(ir_addr),
        .pc_addr(pc_addr)
    );
    address_mux addr_mux (
        .inst_addr(pc_addr),
        .op_addr(ir_addr),
        .sel(sel),
        .addr_out(addr_out)
    );
    memory mem (
        .clk(clk),
        .read_en(rd),
        .write_en(wr),
        .address(addr_out),
        .data_bus(data_bus)
    );
    register inst_reg (
        .clk(clk),
        .rst(rst),
        .load(ld_ir),
        .data_in(data_bus),
        .data_out(ir_out)
    );
    register acc_reg (
        .clk(clk),
        .rst(rst),
        .load(ld_ac),
        .data_in(alu_result),
        .data_out(acc_out)
    );
    alu alu_unit (
        .opcode(opcode),
        .inA(acc_out),
        .inB(data_bus),
        .result(alu_result),
        .is_zero(is_zero)
    );
    controller ctrl (
        .clk(clk),
        .rst(rst),
        .opcode(opcode),
        .zero(is_zero),
        .sel(sel),
        .rd(rd),
        .ld_ir(ld_ir),
        .halt(halt),
        .inc_pc(inc_pc),
        .ld_ac(ld_ac),
        .ld_pc(ld_pc),
        .wr(wr),
        .data_e(data_e)
    );
endmodule
```

## /design/flow/run.sh

```bash
#!/bin/bash
# OpenROAD 26Q1-2900-gdf79404cd8, Yosys 0.63+post, stock flow scripts
make -C /OpenROAD-flow-scripts/flow DESIGN_CONFIG=/design/flow/config.mk WORK_HOME=/design/flow/orfs finish
```

==> Changelog: implementation <==
## Implementation

- Simple-Gate Fraction of Synth Area: around 18%
- Synth cell types: ~43
- Seq share, synth: between 50% and 60%
- Area share, top type: a little under three fifths
- First Err: ERROR: Found 8 problems in 'check -assert'.
- Area leader, netlist: edfxtp_1
- YS chip area: 0.0144 mm^2
- Exit stage: synthesis
- Ys cells: between 1000 and 1500
- Main logic family: simple AND/OR/NAND/NOR gates
- Yosys top cell by instances: edfxtp_1
- Ys flops: approximately 290
- Ys flop type: edfxtp_1
- Complex Gates by Area: 15.7%
- Top cells by count: edfxtp_1, nand2_1, a21oi_1
- Post-synthesis async set-or-reset flop share: 0%
- Status: stopped before the end
- Mux area share: under 10%
- Xor/xnor share: less than 1%
- Yosys adder share: less than 1%
- Cell area leaders: edfxtp_1, nand2b_1, a21oi_1, nand2_1, o211ai_1
- Post-synth EDFFs: roughly 260
- Syn. warnings: 7
-- logic make-up after synthesis --
group / after synthesis
multiplexers: 55
AND-OR/OR-AND: 352
buffers and inverters: 102
AND/OR/NAND/NOR: 520
adder cells (fa/ha/maj): 6
flip-flops: 288
XOR/XNOR: 2
